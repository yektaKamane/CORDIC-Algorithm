**design/flow/run.sh**
```bash
#!/bin/bash
# OpenROAD 26Q1-2900-gdf79404cd8, Yosys 0.63+post, stock flow scripts
make -C /OpenROAD-flow-scripts/flow DESIGN_CONFIG=/design/flow/config.mk WORK_HOME=/design/flow/orfs finish
```
**design/flow/config.mk**
```make
export PLATFORM = sky130hd
export DESIGN_NAME = Cordic_Machine
export DESIGN_NICKNAME = Cordic_Machine
export VERILOG_FILES = /design/flow/design.v
export SDC_FILE = /design/flow/constraint.sdc
export NUM_CORES = 4
export LEC_CHECK = 1
export CORE_UTILIZATION = 50
```
**design/flow/constraint.sdc**
```tcl
current_design Cordic_Machine

set clk_period 22.2
set clk_io_pct 0.2

create_clock -name clk0 -period $clk_period [get_ports {clock_pulse}]

set non_clock_inputs [all_inputs -no_clocks]
set_input_delay [expr $clk_period * $clk_io_pct] -clock clk0 $non_clock_inputs
set_output_delay [expr $clk_period * $clk_io_pct] -clock clk0 [all_outputs]
```
**design/flow/design.v**
```verilog
`timescale 1ns / 1ps
module Cordic_Machine(clock_pulse, x_input, y_input, z_input, x_output, y_output, z_output, flag);
	input clock_pulse;
	parameter fractional_bit = 22;
	parameter iteration_number = 22;
	input signed [fractional_bit+2:0] x_input;
	input signed [fractional_bit+2:0] y_input;
	input signed [fractional_bit+2:0] z_input;
	output signed [fractional_bit+2:0] x_output;
	output signed [fractional_bit+2:0] y_output;
	output signed [fractional_bit+2:0] z_output;
	output flag;  
	reg [fractional_bit+2:0] x_temp_result;
	reg [fractional_bit+2:0] y_temp_result;
	reg [fractional_bit+2:0] z_temp_result;
	reg [5:0] counter;  
	reg signed [fractional_bit+2:0] LUT_Atan [iteration_number:0];
	initial
		begin
			counter = 0;
			LUT_Atan[00] = 25'b000_0010000000000000000000;    
			LUT_Atan[01] = 25'b000_0001001011100100000000;   
			LUT_Atan[02] = 25'b000_0000100111111011001110;  
			LUT_Atan[03] = 25'b000_0000010100010001000100;
			LUT_Atan[04] = 25'b000_0000001010001011000011;
			LUT_Atan[05] = 25'b000_0000000101000101110101;
			LUT_Atan[06] = 25'b000_0000000010100010111101;
			LUT_Atan[07] = 25'b000_0000000001010001011111;
			LUT_Atan[08] = 25'b000_0000000000101000101111;
			LUT_Atan[09] = 25'b000_0000000000010100010111;
			LUT_Atan[10] = 25'b000_0000000000001010001011;
			LUT_Atan[11] = 25'b000_0000000000000101000101;
		   LUT_Atan[12] = 25'b000_0000000000000010100010;
		   LUT_Atan[13] = 25'b000_0000000000000001010001;
		   LUT_Atan[14] = 25'b000_0000000000000000101000;
		   LUT_Atan[15] = 25'b000_0000000000000000010100;
		   LUT_Atan[16] = 25'b000_0000000000000000001010;
		   LUT_Atan[17] = 25'b000_0000000000000000000101;
		   LUT_Atan[18] = 25'b000_0000000000000000000010;
		   LUT_Atan[19] = 25'b000_0000000000000000000001;
		   LUT_Atan[20] = 25'b000_0000000000000000000000;
		   LUT_Atan[21] = 25'b000_0000000000000000000000;
		   LUT_Atan[22] = 25'b000_0000000000000000000000;
		end
	always @(posedge clock_pulse) 
		begin
			if (counter == 0) 
				begin
					x_temp_result <= x_input;
					y_temp_result <= y_input;
					z_temp_result <= z_input;
					counter <= counter +1;
				end
			else 
				begin
					x_temp_result <= z_temp_result[fractional_bit+2] ? x_temp_result + (y_temp_result >>> (counter-1))
																					 : x_temp_result - (y_temp_result >>> (counter-1));
					y_temp_result <= z_temp_result[fractional_bit+2] ? y_temp_result - (x_temp_result >>> (counter-1))
																					 : y_temp_result + (x_temp_result >>> (counter-1));
					z_temp_result <= z_temp_result[fractional_bit+2] ? z_temp_result + LUT_Atan[counter-1]
																					 : z_temp_result - LUT_Atan[counter-1];
					counter <= (counter + 1) % (iteration_number);
				end
		end
	assign flag  = (counter == iteration_number-1) ? 1: 0;
	assign x_output = x_temp_result;
	assign y_output = y_temp_result;
	assign z_output = z_temp_result;
endmodule
```
==> flow_summary.ini <==
; flow metrics
[routing]
drt_iter0_drc = 1025
drc = 0
drtPass1Iterations = 5
vias = 12300
final_antenna_net_count = 0
vias_per_cell = 6.29
wire_per_inst_um = 20.6
num_antenna_cells = 0
wirelength_um = 40200

[yosys]
top_area_frac = 0.138
syn-instance-count = 1542
postSynthSeqShare = 0.138
syn_area_um2 = 11800
ys_cells = 1542
topCellsByArea = dfxtp_1 (14%), ha_1 (8.9%), mux4_2 (7.3%)
synth.largest_area_cell = dfxtp_1
synthArstFlopShare = 0
postSynthAreaPerCell_um2 = 7.64
ys.warnings.count = 1
synth_flops = 81
yosysChipArea_um2 = 11800
most_common_cell = nand2_1
ys_types = 104
flop_cell = dfxtp_1
common_cells = nand2_1 (178), a21oi_1 (143), nor2_1 (133)
edf_count = 0

[grt]
grt_pass1_vias = 11400
grt_overflow = 0
grt_antenna_before_repair = 0
grt_pass1_wl_um = 62700
track_usage = 0.339
grt_max_degree = 71

[sta]
fin_ws_ps = 14700
fin_worst_skew_ps = 10.4
max_freq_mhz = 133
tightestPinTransition_ps = 952
setup_violations = 0
finalSetupTns_ps = 0
hold-worst-slack_ps = 587
finalCritPeriodShare = 0.338
drv_slew = 0
period_minus_slack_ps = 7500
slew_headroom = 0.357
timing_hold_violations_final = 0
rsz0062_at_grt = no

[pwr]
ir_drop_mv = 0.0716
power_density_nw_per_um2 = 64.9
totalPowerFinal_uw = 887
power_leakage_nw = 5.13

[floorplanning]
core_um2 = 22800
dieHeight_um = 156
chipWidth_um = 156
pin_count = 152
num_rows = 55
fp_util = 0.516
die-area_um2 = 24200

[critical_path]
critPathCaptureType = flop
critPathSlowestCell = dfxtp_4
crit_path_cell_trace = inv_2, ha_2, buf_4, mux4_1, o211ai_1, a31oi_1, nor2_1, nor3_1, inv_1, ha_1, mux2i_1, ha_1, nor2b_1, o21ai_0, a21boi_0, o21ai_0, o21ai_0, o221a_2, a41o_1, o41ai_1, xor2_1, o21ai_0
cp_common_cell = o21ai_0
path_class = flop to flop
cp_data_arrival_time_ps = 7730
cp_top_family = AND-OR/OR-AND gates
critical_path_buf_inv_count = 3
cp_slowest_stage_delay_ps = 720
cp.required_ps = 22430
crit_fanout = 60
start_kind = flop
path_depth = 22
reg2reg_depth = 22

[cts]
clk_path_buf_depth = 2
cts_hold_buf = 0
postCtsSetupRepairBufs = 0
cts_tree = yes
clkTransAtPathRegs_ps = 70
worstSkewPairLatency_ps = 370
cts_sinks = 81
cts_resized = 0
cts_root_buf = clkbuf_16
cts_buffers = 9
htreeDepth = 3

[final_layout]
drive_above_1_share = 0.0872
post-route-util = 0.599
area.growth.synth_to_final_pct = 16.1
fill_cells = 2112

[place]
port_buffers = 151
gp_congestion = 1.05
pre_cts_slack_ps = 14890
dp_hpwl_um = 29700

[min_path]
hp-class = flop to flop
holdPathStages = 3

[run]
drv_cap = 0
warnings = 31

[outcome]
status = finished clean
## kinds of logic after synthesis
group / Yosys count / synth area share
AOI/OAI and AO/OA: 486 / 0.268
xor gates and xnor gates: 131 / 0.0993
adders and majority gates: 88 / 0.0952
buffers and inverters: 138 / 0.0609
DFF: 81 / 0.138
muxes: 77 / 0.110
and+or+nand+nor: 541 / 0.229
## final cells by class
type | instances | area [um2] | area share
Inverter | 42 | 158 | 0.0115
Tap cell | 313 | 392 | 0.0286
Multi-Input combinational cell | 1323 | 9480 | 0.693
Timing Repair Buffer | 177 | 1710 | 0.125
Sequential cell | 81 | 1630 | 0.119
Clock inverter | 6 | 72.6 | 0.00531
Clock buffer | 10 | 239 | 0.0175
## placed cells by master, fill, tap and decap left out, types with 12 or more instances in the layout
master / netlist / layout
o21ai_0: 89 / 89
nand2b_1: 19 / 19
nor3_1: 43 / 42
a211oi_1: 16 / 16
ha_1: 84 / 83
clkdlybuf4s50_1: 0 / 151
dfxtp_1: 81 / 79
a21o_1: 24 / 24
xnor2_1: 55 / 55
nand3_1: 30 / 30
mux2i_1: 24 / 24
mux4_2: 38 / 38
nor2b_1: 18 / 18
and2_1: 14 / 14
o31ai_1: 20 / 20
inv_1: 41 / 41
a21oi_1: 143 / 143
nor2_1: 133 / 133
o22ai_1: 14 / 14
and3_1: 22 / 22
mux2_2: 12 / 12
buf_4: 14 / 26
o211ai_1: 15 / 15
or3_1: 16 / 16
xor2_1: 73 / 73
a31oi_1: 43 / 43
nand2_1: 178 / 177
o21a_1: 17 / 17
## per-layer routing
metal | track usage | up-vias | part of all wire
li1 | - | 5921 | -
met1 | 0.465 | 5702 | 0.43
met2 | 0.533 | 547 | 0.45
met3 | 0.0740 | 102 | 0.079
met4 | 0.116 | 0 | 0.040
met5 | 0.0104 | - | 0
## where the power goes
| group | internal [mW] | switching (mW) |
|---|---|---|
| Clock | 0.0919 | 0.0747 |
| Combinational | 0.249 | 0.234 |
| Sequential | 0.180 | 0.0569 |
| Total | 0.522 | 0.366 |
## tightest hold or removal path: cells and delay by family (launching register included)
family                   cells  cell delay (ps)
flip-flops                   1              340
AND/OR/NAND/NOR              2               90
adder cells (fa/ha/maj)      1              130
## metrics by stage
stage / cell area [um2] / std cells
finish: 13700 / 1952
global route: 13700 / 1952
floorplan: 11800 / 1542
CTS: 13700 / 1952
detailed placement: 13400 / 1936
global placement: 13400 / 1936
## registers in the layout (all words and copies together), names as in the netlist
| signal | cells |
|---|---|
| z_temp_result | 25 |
| counter | 6 |
| x_temp_result | 25 |
| y_temp_result | 25 |
## worst paths after layout
path | from | end | slack, ps
worst min register to register | z_temp_result[0] | z_temp_result[0] | 590
worst max-delay path | counter[0] | y_temp_result[23] | 14700
worst min-delay path | z_temp_result[0] | z_temp_result[0] | 590
worst max register to register | counter[0] | y_temp_result[23] | 14700
No activity file was given, so power comes from the tool's default toggle rates.
